<file path="/design/flow/config.mk">
export PLATFORM = sky130hd
export DESIGN_NAME = perf_counters
export DESIGN_NICKNAME = perf_counters
export VERILOG_FILES = /design/flow/design.v
export SDC_FILE = /design/flow/constraint.sdc
export NUM_CORES = 4
export LEC_CHECK = 1
export CORE_UTILIZATION = 40
</file>
<file path="/design/flow/constraint.sdc">
current_design perf_counters

set clk_period 5.5
set clk_io_pct 0.2

create_clock -name clk0 -period $clk_period [get_ports {clk}]

set non_clock_inputs [all_inputs -no_clocks]
set_input_delay [expr $clk_period * $clk_io_pct] -clock clk0 $non_clock_inputs
set_output_delay [expr $clk_period * $clk_io_pct] -clock clk0 [all_outputs]
</file>
<file path="/design/flow/design.v">
interface cache_internal_if;
    logic miss_recovery_mode;
    logic process_lru_counters;
    logic clear_selected_dirty_bit;
    logic set_selected_dirty_bit;
    logic perform_write;
    logic clear_selected_valid_bit;
    logic finish_new_line_install;
    logic set_hmem_block_address;
    logic use_victim_tag_for_hmem_block_address;
    logic reset_counter;
    logic decrement_counter;
    logic count_hit;
    logic count_miss;
    logic count_read;
    logic count_write;
    logic count_writeback;
    logic counter_done;
    logic valid_block_match;
    logic valid_dirty_bit;
    modport datapath (
        input
            miss_recovery_mode,
            process_lru_counters,
            clear_selected_dirty_bit,
            set_selected_dirty_bit,
            perform_write,
            clear_selected_valid_bit,
            finish_new_line_install,
            set_hmem_block_address,
            use_victim_tag_for_hmem_block_address,
            reset_counter,
            decrement_counter,
            count_hit,
            count_miss,
            count_read,
            count_write,
            count_writeback,
        output
            counter_done,
            valid_block_match,
            valid_dirty_bit
    );
    modport controller (
        output
            miss_recovery_mode,
            process_lru_counters,
            clear_selected_dirty_bit,
            set_selected_dirty_bit,
            perform_write,
            clear_selected_valid_bit,
            finish_new_line_install,
            set_hmem_block_address,
            use_victim_tag_for_hmem_block_address,
            reset_counter,
            decrement_counter,
            count_hit,
            count_miss,
            count_read,
            count_write,
            count_writeback,
        input
            counter_done,
            valid_block_match,
            valid_dirty_bit
    );
endinterface
interface cache_performance_if #(
    parameter XLEN = 32
) (
    input bit clk
);
    logic [XLEN-1:0] hit_value;
    logic [XLEN-1:0] miss_value;
    logic [XLEN-1:0] read_value;
    logic [XLEN-1:0] write_value;
    logic [XLEN-1:0] writeback_value;
    modport server (
        output hit_value, miss_value, read_value, write_value, writeback_value
    );
    modport requester (
        input hit_value, miss_value, read_value, write_value, writeback_value
    );
endinterface
interface reset_if (
    input bit clk
);
    logic reset;
endinterface
package torrence_params;
    typedef enum logic[1:0] {
        BYTE = 2'b00,
        HALF,
        WORD
    } memory_operation_size_e;
    typedef enum logic [1:0] {
        STORE = 2'b00,
        LOAD = 2'b01,
        CLFLUSH = 2'b11,
        MO_UNKNOWN = 2'bxx
    } memory_operation_e;
    typedef enum bit [1:0] {
        UNASSIGNED,
        ICACHE,
        DCACHE,
        L2CACHE
    } cache_type_e;
    parameter LINE_SIZE = 32;
    parameter ICACHE_SIZE = 1024;
    parameter ICACHE_ASSOC = 1;
    parameter DCACHE_SIZE = 1024;
    parameter DCACHE_ASSOC = 1;
    parameter L2_SIZE = 4096;
    parameter L2_ASSOC = 4;
    parameter XLEN = 32;
endpackage
module counter #(
    parameter WIDTH = 8,
    parameter COUNT_UP = 0,
    parameter CHECK_FOR_DONE = 1
) (
    input wire clk,
    input wire reset,
    input wire counter_tick,
    output wire done,
    output logic [WIDTH-1:0] count
);
generate;
    if (COUNT_UP == 0) begin
        always_ff @(posedge clk) begin
            if (reset) begin
                count <= '1;
            end else if (counter_tick) begin
                count <= count - 'd1;
            end
        end
        if (CHECK_FOR_DONE) assign done = ~(|count);
        else                assign done = 'x;
    end else begin
        always_ff @(posedge clk) begin
            if (reset) begin
                count <= '0;
            end else if (counter_tick) begin
                count <= count + 'd1;
            end
        end
        if (CHECK_FOR_DONE) assign done = &count;
        else                assign done = 'x;
    end
endgenerate
endmodule
module perf_counters #(
    parameter COUNTER_WIDTHS = 32
) (
    input wire clk,
    input wire reset,
    input wire count_hit,
    input wire count_miss,
    input wire count_read,
    input wire count_write,
    input wire count_writeback,
    output wire [COUNTER_WIDTHS-1:0] hit_value,
    output wire [COUNTER_WIDTHS-1:0] miss_value,
    output wire [COUNTER_WIDTHS-1:0] read_value,
    output wire [COUNTER_WIDTHS-1:0] write_value,
    output wire [COUNTER_WIDTHS-1:0] writeback_value
);
localparam NUM_COUNTERS = 5;  
wire [NUM_COUNTERS-1:0] count_controls;
wire [NUM_COUNTERS-1:0][COUNTER_WIDTHS-1:0] count_values;
assign count_controls = {count_hit, count_miss, count_read, count_write, count_writeback};
assign {hit_value, miss_value, read_value, write_value, writeback_value} = count_values;
genvar i;
generate;
    for (i = 0; i < NUM_COUNTERS; i = i + 1) begin
        counter #(
            .WIDTH(COUNTER_WIDTHS),
            .COUNT_UP(1),
            .CHECK_FOR_DONE(0)
        ) counter_i (
            .clk(clk),
            .reset(reset),
            .counter_tick(count_controls[i]),
            .done(),
            .count(count_values[i])
        );
    end
endgenerate
endmodule
</file>
<file path="/design/flow/run.sh">
#!/bin/bash
# OpenROAD 26Q1-2900-gdf79404cd8, Yosys 0.63+post, stock flow scripts
make -C /OpenROAD-flow-scripts/flow DESIGN_CONFIG=/design/flow/config.mk WORK_HOME=/design/flow/orfs finish
</file>
==> results.sh <==
# implementation run metrics
export IMPL_run_status="finished, final reports clean"
export IMPL_fp_coreArea_um2=18700
export IMPL_fin_crit_sh_pct=56.7
export IMPL_worst_slew_pin_slew_ns=0.749
export IMPL_clock_latency_ns=0.41
export IMPL_crit_start="count_write"
export IMPL_yosys_warnings=1
export IMPL_hold_viol=0
export IMPL_regMostFlops="genblk1.counter_i.count"
export IMPL_ctsResizeCount=0
export IMPL_cap_viol_max_count=0
export IMPL_cts_setup_buffers=0
export IMPL_crit_chain="clkdlybuf4s50_1, nand4_1, or4_1, or4_1, a21oi_1"
export IMPL_hold_class="reg -> reg"
export IMPL_worst_path_buf_inv=1
export IMPL_slew_viol_final=0
export IMPL_grtUsageTotal_pct=20.0
export IMPL_grt_ovfl_total=0
export IMPL_met1Wirelength_um=9780
export IMPL_root_buffer="clkbuf_16"
export IMPL_io_buffers=166
export IMPL_cp_depth=5
export IMPL_wl_met2_um=8120
export IMPL_synth_top_area_share_pct=41.9
export IMPL_crit_top_cell="or4_1"
export IMPL_largest_register_ffs=160
export IMPL_drt_total_wl_um=19100
export IMPL_worst_ep_required_time_ns=5.83
export IMPL_cts_tree="yes"
export IMPL_dp_cells=1252
export IMPL_drtIter0Drc=295
export IMPL_wl_met3_um=1090
export IMPL_crit_fanout=14
export IMPL_grt_max_degree=70
export IMPL_avgSynthCellArea_um2=8.48
export IMPL_largestRegisters="genblk1.counter_i.count x160"
export IMPL_boundaryPins=167
export IMPL_top_area_cell="dfxtp_1"
export IMPL_areaGrowthSynthToFinish_pct=30.2
export IMPL_ys_types=40
export IMPL_htree_levels=4
export IMPL_fmax_ghz=0.321
export IMPL_antennaDiodeCount=0
export IMPL_ys_ff=160
export IMPL_fp_util_pct=40.8
export IMPL_drive_above_1_share_pct=6.10
export IMPL_instances_no_fill=1284
export IMPL_num_vias=7063
export IMPL_ys_top_cells_by_area="dfxtp_1 42%, or4_1 6.4%, a21oi_1 5.4%"
export IMPL_finalSetupViolCount=0
export IMPL_hold_buffers=0
export IMPL_fin_setup_tns_ns=0
export IMPL_max_stage_delay_ns=0.77
export IMPL_antenna_left=0
export IMPL_synthFlopType="dfxtp_1"
export IMPL_rsz0062_at_grt="false"
export IMPL_drc=0
export IMPL_critPathArrivalTime_ns=3.45
export IMPL_cp_end_kind="register"
export IMPL_gp_congestion=0.837
export IMPL_die_height_um=140
export IMPL_peakVddDrop_uv=179
export IMPL_hpwl_um=12800
export IMPL_die_area_um2=19700
export IMPL_synth_edff_count=0
export IMPL_powerDensity_nw_per_um2=236
export IMPL_p_leak_nw=2.97
export IMPL_cp_start_kind="primary input"
export IMPL_hold_path_depth=2
export IMPL_grt_pass1_wl_um=31700
export IMPL_max_slew_margin_rel_pct=50.1
export IMPL_cts_buffers=17
export IMPL_cp_slowest_cell="or4_1"
export IMPL_die_x_um=140
export IMPL_ys_chip_area_um2=7640
export IMPL_worst_r2r_path_depth=5
export IMPL_clk_pin_slew_ns=0.06
export IMPL_synth_area_um2=7640
export IMPL_post_drt_wl_per_cell_um=14.9
export IMPL_cp_top_family="simple AND/OR/NAND/NOR gates"
export IMPL_drt_pass1_iterations=4
export IMPL_rows=50
export IMPL_top_layer="met4"
export IMPL_grt_pass1_vias=6131
export IMPL_fin_skew_ns=0.0104
export IMPL_critical_path_class="in -> reg"
export IMPL_r2r_start="genblk1[2].counter_i.count[0]"
export IMPL_clk_path_buf_depth=2
export IMPL_routed_via_density=5.50
export IMPL_synthArstFlopShare_pct=0
export IMPL_fin_crit_ns=3.12
export IMPL_yosysCellCount=901
export IMPL_tool_warnings=25
export IMPL_min_from="genblk1[0].counter_i.count[31]"
export IMPL_synthCells=901
export IMPL_antenna_found_initial=0
export IMPL_cts_sinks=160
export IMPL_ys_seq_share_pct=41.9
## metal layers
layer  track usage (%)  up-vias
met3              4.49        6
met4              1.27        0
met5                 0        -
met1              32.9     3276
met2              28.4      151
li1                  -     3630
## area by class of cell
cell class              instances  area [um^2]
clock inverters                12          100
well taps                     234          293
multi-input cells             667         4130
repair buffers                168         1670
inverters                      23         86.3
clock buffers                  20          457
fillers                      1735         8760
flip-flops and latches        160         3200
## power breakdown
part / leakage (nW) / switching (W) / internal [W] / total [W]
sequential: 1.29 / 0.0000117 / 0.00117 / 0.00118
combinational: 1.42 / 0.0000340 / 0.0000286 / 0.0000626
clock: 0.260 / 0.000495 / 0.000610 / 0.00111
## synthesized netlist by cell type (3+ instances only)
library cell    n
inv_1          23
and4_1         15
dfxtp_1       160
mux2i_1         5
nor2b_1        15
o31ai_1        52
nand3_1        42
and2_1          4
buf_2           7
or2_2           6
or4_1          65
nor2_1         79
nand4_2         3
nor3_1         18
nand2_1        60
xnor2_1        35
o21ai_0        27
nand4_1        43
and3_1         10
buf_1           3
or3_1          29
ha_1            5
nor4_1         23
clkbuf_1       37
mux2_2         15
xor2_1         22
a21oi_1        82
## cell families after synthesis
| logic type | synth area share [%] |
|---|---|
| mux | 2.87 |
| xor+xnor | 6.53 |
| compound gates | 12.8 |
| fa+ha+maj | 0.819 |
| flops | 41.9 |
| simple gates | 31.0 |
| buf+inv | 4.01 |
## final timing paths
kind	slack, ns	end
hold reg to reg	0.48	genblk1[0].counter_i.count[31]
hold / removal	0.48	genblk1[0].counter_i.count[31]
setup / recovery	2.38	genblk1[1].counter_i.count[19]
setup reg to reg	3.07	genblk1[2].counter_i.count[20]
## layout by cell type (no fill, tap or decap), types with 5 or more instances in the layout
| cell type | n |
|---|---|
| or4_1 | 65 |
| clkdlybuf4s50_1 | 165 |
| or3_1 | 29 |
| and3_1 | 10 |
| nand3_1 | 42 |
| nand4_1 | 43 |
| mux2_2 | 15 |
| nor4_1 | 23 |
| xor2_1 | 22 |
| nand2_1 | 60 |
| ha_1 | 5 |
| or2_2 | 6 |
| nor2_1 | 79 |
| o31ai_1 | 52 |
| xnor2_1 | 35 |
| nor3_1 | 18 |
| dfxtp_1 | 160 |
| clkbuf_16 | 17 |
| and4_1 | 15 |
| o21ai_0 | 27 |
| a21oi_1 | 82 |
| mux2i_1 | 5 |
| inv_1 | 23 |
| nor2b_1 | 15 |
## worst reg2reg max path: cells and delay by family (launching register included)
kind,cells,cell delay [ns]
compound gates,1,0.14
fa+ha+maj,1,0.27
simple gates,3,1.55
flops,1,0.41
## through the flow
stage / util, % / hold slack (ns) / cell area [um^2] / setup WS, ns / power, W
floorplan: - / 0.439 / 7640 / 2.69 / 0.00124
global placement: 50.2 / 0.463 / 9390 / 2.02 / 0.00127
detailed placement: 50.2 / 0.473 / 9390 / 2.00 / 0.00127
CTS: 53.2 / 0.481 / 9940 / 2.42 / 0.00238
global route: 53.2 / 0.499 / 9940 / 2.27 / 0.00245
finish: 53.2 / 0.475 / 9940 / 2.38 / 0.00235
No activity file was given, so power comes from the tool's default toggle rates.
